===== /design/flow/run.sh =====
#!/bin/bash
# OpenROAD 26Q1-2900-gdf79404cd8, Yosys 0.63+post, stock flow scripts
make -C /OpenROAD-flow-scripts/flow DESIGN_CONFIG=/design/flow/config.mk WORK_HOME=/design/flow/orfs finish

===== /design/flow/config.mk =====
export PLATFORM = sky130hd
export DESIGN_NAME = CXD2545_TRACK_COUNTER
export DESIGN_NICKNAME = CXD2545_TRACK_COUNTER
export VERILOG_FILES = /design/flow/design.v
export SDC_FILE = /design/flow/constraint.sdc
export NUM_CORES = 4
export LEC_CHECK = 1
export CORE_UTILIZATION = 30

===== /design/flow/constraint.sdc =====
current_design CXD2545_TRACK_COUNTER

set clk_period 11.1
set clk_io_pct 0.2

create_clock -name clk0 -period $clk_period [get_ports {clk}]

set non_clock_inputs [all_inputs -no_clocks]
set_input_delay [expr $clk_period * $clk_io_pct] -clock clk0 $non_clock_inputs
set_output_delay [expr $clk_period * $clk_io_pct] -clock clk0 [all_outputs]

===== /design/flow/design.v =====
module CXD2545_TRACK_COUNTER(
	input clk,
	input [15:0] div,
	input [15:0] toggle_cnt,
	input trigger,
	output reg toggle_clk,
	output reg [31:0] track_count
);
reg [32:0] cnt_50;
reg [32:0] cnt_div_50;
reg prev_trigger;
reg [30:0] trc_cnt;
reg trk_clk;
always @(posedge clk) begin
	if(cnt_50 < div) begin
		cnt_50 <= cnt_50 + 1'b1;
	end else begin
		cnt_50 <= 0;
		trk_clk <= ~trk_clk;
		if(cnt_div_50 < 256) begin
			cnt_div_50 <= cnt_div_50 + 1'b1;
		end else begin
			cnt_div_50 <= 0;
			toggle_clk <= ~toggle_clk;
		end
		if((prev_trigger == 1'b1) && (trigger == 1'b0)) begin
			track_count <= {1'b1, trc_cnt};
		end else if((prev_trigger == 1'b0) && (trigger == 1'b1)) begin
			trc_cnt <= 0;
			track_count <= 0;
		end else begin
			trc_cnt <= trc_cnt + 1'b1;
		end
	prev_trigger <= trigger;
	end
end
endmodule

==> Slide: Implementation Results <==
Run Summary

Worst setup path
  – Startpoint types: primary input
  – Worst r2r path cells: 6
  – Crit Path Class: primary input to register
  – Crit path max fanout: 32
  – Worst EP required: 11150 ps
  – CP arrival: 4900 ps
  – Critical path endpoint category: register

Power
  – Total chip power: 0.00116 W
  – Leak Pwr: 2.69 nW
  – P per Cell Area: 163 nW/um^2
  – Clock Power Share: 42.6%
  – Register share of total power: 51.2%
  – P_int: 0.000910 W
  – Peak supply drop: 0.100 mV
  – Logic gate share of total power: 6.2%
  – Switching power: 0.000246 W
  – Sw Share: 21.3%

Logic synthesis
  – Most common cell in the netlist: edfxtp_1
  – Post-synth seq share: 63.9%
  – Share of flip-flops with an asynchronous set or reset: 0%
  – Post-synth EDFFs: 98
  – Number of cells in Yosys stat: 446
  – Yosys reg bits: 131
  – Synth Cell Area: 5640 sq um
  – Yosys warnings: 1
  – Most used standard cells in the synthesized netlist: 98 x edfxtp_1, 49 x nor2_1, 33 x dfxtp_1
  – Synth Instances: 446
  – Netlist cell types: 39
  – Area leader, netlist: edfxtp_1
  – Top cells, area: edfxtp_1 52%, dfxtp_1 12%, xor2_1 4.8%, ha_1 4.4%, and2_1 3.6%
  – Yosys chip area: 5640 sq um
  – Synth top area share: 52.2%
  – Syn Area/Cell: 12.6 sq um
  – Main flop type: edfxtp_1

Global routing
  – GRT overflow: 0
  – Vias in the first global route: 3476
  – Total GRT Usage: 10.8%
  – Initial antenna violation count: 0
  – Met2 Use GR: 16.3%
  – Largest net degree at the start of global routing: 35
  – M1 GR Usage: 16.0%
  – M3 GR Usage: 3.76%
  – First-pass GRT wire length: 16100 um
  – GR peak layer: met2

Drt
  – DR pass1 iterations: 19
  – Antenna Violating Nets Remaining: 0
  – DR vias/cell: 4.43
  – DRC: 0
  – Ant. Diodes: 0
  – Final WL: 9840 um
  – Total number of vias: 3511
  – Drt first-iter violations: 245
  – DR WL/cell: 12.4 um

Final timing
  – Fin. Hold Viols: 0
  – Period Utilization, post-route: 43.7%
  – Slew @ Worst Pin: 800 ps
  – Fmax achieved: 206 MHz
  – Clock skew: 9.98 ps
  – Final number of setup-violating endpoints: 0
  – Pins Over Slew Limit: 0
  – Setup TNS: 0 ps
  – Unrepaired setup endpoints after global routing: false
  – Rel. slew slack: 46.6%
  – Final worst path period need: 4850 ps

Clock tree
  – CTS Root Cell: clkbuf_16
  – Post-CTS Setup Bufs: 0
  – Latency at later pin: 410 ps
  – # hold bufs at CTS: 0
  – Clk pin slew, worst setup/hold paths: 50 ps
  – CTS tree: built
  – # H-tree levels: 4
  – Max Buffers Root-to-Sink: 2
  – Post-cts sizing count: 0
  – Sink Count: 131
  – Num CTS Buffers: 17

Finish
  – Layout fillers: 1632
  – Share of layout cells above drive strength 1: 7.82%
  – Synthesis-to-layout area growth: 26.0%

Floorplanning
  – DIE HEIGHT: 139 um
  – Std-Cell Rows: 49
  – CORE AREA: 18200 sq um
  – Chip area: 19300 sq um
  – Initial Util: 31.0%
  – Ports: 67
  – Die width: 139 um

Min path
  – HP Class: register to register
  – Hold Path Stages: 1

Job
  – Number of max-cap violations: 0
  – Count of tool warnings: 42

Placed design
  – Final Wtd Congestion: 0.803
  – HPWL after DPL: 6350 um
  – Port Buffers: 50

Run status
  – Status: finished, final reports clean
power by group through the flow:
stage                 Clock, W  Combinational (W)  Sequential, W
after CTS             0.000506          0.0000735       0.000593
after global routing  0.000524          0.0000805       0.000598
final                 0.000492          0.0000715       0.000592
kinds of logic after synthesis:
logic type / after synthesis / synth area share, %
other: 1 / 0.0665
adder cells (fa/ha/maj): 20 / 4.44
AND/OR/NAND/NOR: 192 / 19.0
buffers and inverters: 33 / 2.53
AND-OR/OR-AND: 19 / 2.26
XOR/XNOR: 50 / 7.77
flip-flops: 131 / 63.9
layer usage:
metal / share of wire [%] / vias to the layer above
li1: - / 1765
met5: 0 / -
met2: 45 / 105
met3: 6.5 / 10
met4: 1.6 / 0
met1: 47 / 1631
critical path, stage by stage:
cell	delay, ps
clkdlybuf4s50_1	460
inv_1	40
ha_1	310
nand4b_1	210
o2111ai_2	730
inv_1	290
a21oi_4	210
buf_4	400
through the flow:
| stage | hold WS [ps] | utilization [%] | std cells | worst slack [ps] | cell area, sq um |
|---|---|---|---|---|---|
| CTS | 521 | 39.0 | 792 | 6250 | 7110 |
| floorplan | 472 | - | 485 | 5780 | 5780 |
| global route | 571 | 39.0 | 792 | 6070 | 7110 |
| detailed placement | 504 | 36.1 | 761 | 5820 | 6580 |
| finish | 531 | 39.0 | 792 | 6250 | 7110 |
| global placement | 502 | 36.1 | 761 | 5880 | 6580 |
final timing paths:
path               endpoint  slack, ps       start
max          track_count[7]       6250     div[15]
min               cnt_50[0]        530   cnt_50[0]
max reg2reg  track_count[7]       8220  cnt_50[15]
min reg2reg       cnt_50[0]        530   cnt_50[0]
cells in the final DEF, fill, tap and decap left out, drive strengths merged, types with 2 or more instances in the layout:
cell           Yosys  layout
ha                20      20
a21oi              9       9
nor3              22      22
conb               1      40
clkdlybuf4s50      0      50
inv               24      24
clkinv             0       6
nand2             20      20
dfxtp             33      33
clkinvlp           0       4
edfxtp            98      98
and2              33      33
and3               6       6
nor2              49      49
nand4             17      17
nor4              12      12
xnor2             19      19
nor2b              2       2
or3                2       2
a211oi             2       2
nand3             23      23
buf                3       6
clkbuf             6      20
o21ai              3       3
xor2              31      31
and4               4       4
area by class of cell:
class	instances	area (sq um)	share of cell area, %
clock buffer	20	437	6.15
clock inverter	11	90.1	1.27
inverter	24	90.1	1.27
multi-input combinational	321	2050	28.9
sequential	131	3600	50.7
tap	229	287	4.03
timing repair buffer	56	546	7.68
state kept, by name (all words and copies together) (netlist names):
name          count
track_count      32
prev_trigger      1
cnt_50           33
trc_cnt          31
cnt_div_50       33
toggle_clk        1
Power is estimated from default activity; no workload was simulated.
