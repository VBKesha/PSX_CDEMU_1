**constraint.sdc**
```tcl
current_design CXD2545S_SUBQ

set clk_period 10.6
set clk_io_pct 0.2

create_clock -name clk0 -period $clk_period [get_ports {clk}]

set non_clock_inputs [all_inputs -no_clocks]
set_input_delay [expr $clk_period * $clk_io_pct] -clock clk0 $non_clock_inputs
set_output_delay [expr $clk_period * $clk_io_pct] -clock clk0 [all_outputs]
```
**design.v**
```verilog
`timescale 1 ps / 1 ps
module CXD2545S_SUBQ (
	input  wire        clk,        
	input  wire        reset,      
	input  wire        in_eof,     
	input  wire        in_sof,     
	output wire        out_ready,  
	input  wire        in_valid,   
	input  wire [31:0] in_data,    
	input  wire [1:0]  in_empty,   
	input  wire        in_sqck,    
	output reg         out_sqso,   
	output reg         out_scor,   
	output wire        out_emph    
);
assign out_ready = 1'b1;
reg [95:0] sub_q;
reg [31:0] sub_q_2;
reg [31:0] sub_q_1;
reg sqck_cur;
reg sqck_prev;
reg [3:0] scor_latch;
assign out_emph = 1'b0;
always @(negedge clk) begin
	if(in_valid == 1'b1) begin
		sub_q_1 <= in_data;
		sub_q_2 <= sub_q_1;
		if(in_eof == 1'b1) begin
			sub_q <= {sub_q_2, sub_q_1, in_data};
			out_sqso <= 1'b1;
		end
	end
	if((in_valid == 1'b1) && (in_eof == 1'b1)) begin
			scor_latch <= 4'b1111;
			out_scor <= 1'b1;
	end else begin
		if(scor_latch > 0) begin
			scor_latch <= scor_latch - 1'b1;
		end else begin
			out_scor <= 1'b0;
		end
	end
	if((sqck_cur == 1'b0) && (sqck_prev == 1'b1)) begin
		out_sqso <= sub_q[95];
		sub_q <= {sub_q[94:0], 1'b0};
	end
	sqck_cur  <= in_sqck; 
	sqck_prev <= sqck_cur;
end
endmodule
```
**run.sh**
```bash
#!/bin/bash
# OpenROAD 26Q1-2900-gdf79404cd8, Yosys 0.63+post, stock flow scripts
make -C /OpenROAD-flow-scripts/flow DESIGN_CONFIG=/design/flow/config.mk WORK_HOME=/design/flow/orfs finish
```
**config.mk**
```make
export PLATFORM = sky130hd
export DESIGN_NAME = CXD2545S_SUBQ
export DESIGN_NICKNAME = CXD2545S_SUBQ
export VERILOG_FILES = /design/flow/design.v
export SDC_FILE = /design/flow/constraint.sdc
export NUM_CORES = 4
export LEC_CHECK = 1
export CORE_UTILIZATION = 50
```
==> results_slide.txt <==
Synthesis and Place & Route Summary

Status
  – Status: completed

Floorplanning
  – Core Density at Floorplan: 51.4%
  – # IOs: 44
  – Die Height: 122 um
  – Core box area: 13900 um2
  – Die ar.: 14800 um2
  – Die X: 122 um
  – Row cnt: 43

Synth
  – Cell type with the largest total area: edfxtp_1
  – Mean post-synth cell area: 13.3 um2
  – Ys cells: 537
  – Synth unique cells: 29
  – Cells after synthesis: 537
  – Mapped Area: 7160 um2
  – Yosys Chip Area: 7160 um2
  – Dominant cell area share: 67.1%
  – Synth flops: 168
  – Seq/Total Area, Yosys: 69.3%
  – Yosys warning total: 1
  – Biggest area cells: edfxtp_1 (67%), nand3b_1 (10%), nand3_1 (6.7%), o21ai_0 (5.4%), o21ai_2 (2.3%)

Setup path
  – CP Max Fanout: 65
  – Critical path arrival: 3.74 ns
  – WP buf/inv: 2
  – Worst setup path startpoint: in_valid
  – CP Launch Type: input port
  – Crit path max-delay cell type: nand2b_4
  – CP required: 5.39 ns
  – Crit. End Element: register
  – CP max stage delay: 0.46 ns
  – Setup CP Type: input port to register
  – R2r startpoint: sqck_prev
  – CP top delay family: buffers and inverters
  – Critical path cell sequence: buf_4, nand2_1, nand2b_4, buf_12

Clocking
  – Post-CTS setup buffer count: 0
  – Max clock buf depth: 2
  – Latency at later pin: 0.46 ns
  – Clock slew at reported path FFs: 0.03 ns
  – CTS tree: done
  – CTS root buffer: clkbuf_16
  – CTS Sinks: 168
  – Post-CTS sizing: 0
  – Hold-fix buffers at CTS: 0
  – CTS buffer count: 17
  – # H-tree levels: 4

Global routing
  – Initial antenna violation count: 0
  – GRT overflow: 0
  – Global Route Usage Sum: 21.3%
  – Largest net degree at the start of global routing: 96
  – Vias in the first global route: 5140
  – Global-route wire length before repair: 22.5 mm

STA
  – RSZ-0062 raised after global routing: false
  – Setup TNS: 0 ns
  – Final setup viols: 0
  – Final Hold Vio Count: 0
  – Max_slew headroom: 46.1%
  – Skew final: 0.0182 ns
  – Max-slew violations: 0
  – Hold slack: 0.377 ns
  – Worst Max-Slew Pin Slew: 0.808 ns

Detailed routing
  – WL/cell: 14.6 um
  – Antenna diodes: 0
  – Wirelength, routed: 13.2 mm
  – Via count of the routed design: 4746
  – Drt initial violations: 382
  – Vias/cell: 5.24
  – Antenna viol nets, final: 0
  – DRC: 0
  – Length of the first detailed-routing pass in iterations: 4

Cells and area
  – Share of cells above drive strength 1: 8.97%
  – Dominant logic cell types in the final layout: inv_1 (173), edfxtp_1 (160), nand3_1 (96)
  – Filler instances: 1054
  – Most frequent logic cell in the layout: inv_1
  – FF+latch area: 4970 um2
  – MI comb area: 1920 um2
  – Util after Layout: 62.8%
  – Final std cells w/o fill: 905
  – P&R area growth vs syn: 22.2%
  – Cell area after layout: 8760 um2

Place
  – IO buf count: 37
  – Cell Area, Placed: 7560 um2
  – GPL Wtd Cong: 0.759
  – Placed cell count: 706
  – HPWL after DPL: 6.13 mm

Run
  – Max-cap violations: 0
  – Tool warnings: 197

Power
  – Worst IR Drop VDD: 0.130 mV
  – Pwr Density: 202 nW/um2
  – Static leakage: 3.55 nW

Hold path
  – HP Class: register to register
  – Hold wc startpoint: sqck_cur
flip-flops by register name (all words and copies together) (netlist names):
signal and cells:
scor_latch 4, sub_q_1 32, out_sqso 1, sqck_prev 1
out_scor 1, sub_q 96, sqck_cur 1, sub_q_2 32
power breakdown:
| group | internal, mW | switching (mW) |
|---|---|---|
| Clock | 0.431 | 0.404 |
| Combinational | 0.0460 | 0.0663 |
| Sequential | 0.800 | 0.0242 |
Yosys cell counts, drive strengths merged:
cell,instances
edfxtp,160
nand3,96
o21ai,96
nand3b,95
clkbuf,34
buf,22
dfxtp,8
inv,4
nand2b,3
a21oi,2
conb,2
nand2,2
o211ai,2
a21bo,1
a21boi,1
a221o,1
ha,1
mux2i,1
nand4bb,1
nor2,1
nor2b,1
nor3,1
nor3b,1
o31a,1
stage by stage:
step                      worst slack (ns)  total power [mW]
after floorplan                      0.251             0.998
after global placement                1.23              1.04
after detailed placement              1.21              1.04
after CTS                             1.66              1.81
after global routing                  1.53              1.90
final                                 1.65              1.77
final timing paths:
kind | to | slack [ns] | cells after the start
setup / recovery | sub_q[81] | 1.65 | 4
hold / removal | sqck_prev | 0.38 | 0
setup reg to reg | sub_q[81] | 7.65 | 3
hold reg to reg | sqck_prev | 0.38 | 0
layout make-up:
cell class | count | share of cell area [%]
clock buffers | 17 | 4.86
clock inverters | 183 | 8.87
inverters | 3 | 0.129
multi-input cells | 309 | 21.9
flip-flops and latches | 168 | 56.7
well taps | 180 | 2.57
repair buffers | 45 | 4.97
routing by layer:
metal  track usage (%)  part of all wire (%)
met1              34.1                    47
met2              27.1                    46
met3              12.0                   6.6
met4              7.48                  0.77
met5                 0                     0
logic make-up (layout without fill, tap and decap cells):
group           after synthesis  in the layout  synth area share [%]
fa+ha+maj                     1              1                 0.175
buf+inv                      60            248                  4.07
mux                           1              1                 0.140
flops                       168            168                  69.3
compound gates              104            104                  8.61
simple gates                201            201                  17.6
other cells                   2              2                 0.105
No activity file was given, so power comes from the tool's default toggle rates.
