**design.v**
```verilog
`timescale 1 ps / 1 ps
module CXD2545S_OUT (
		input  wire        clk,       
		input  wire        rst,       
		output wire        in_ready,  
		input  wire        in_valid,  
		input  wire [31:0] in_data,   
		input  wire        in_sof,    
		input  wire        in_eof,    
		input  wire [1:0]  in_empty,  
		output reg			cd_c2po,
		output wire			cd_clk,
		output reg			cd_lr,
		output reg			cd_data
	);
	assign in_ready = wait_data;	
	reg [47:0] cddata;
	reg [47:0] cddata_new;
	reg wait_data;
	reg [9:0] word_cnt;
	reg new_c2po;
	always @(negedge clk) begin
		if(rst == 0) begin
			wait_data <= 1'b1;
			word_cnt <= 10'h000;
			new_c2po <= 1'b0;
		end else begin
			if((wait_data == 1) && (in_valid == 1)) begin
				if(in_sof == 1'b1) begin
					word_cnt <= 10'h000;
				end else begin
					word_cnt <= word_cnt + 1'b1;
				end
				if((word_cnt < 587) || (in_sof == 1'b1)) begin
					cddata_new <= { in_data[31], in_data[31], in_data[31], in_data[31], in_data[31], in_data[31], in_data[31], in_data[31], in_data[31:16],
										 in_data[15], in_data[15], in_data[15], in_data[15], in_data[15], in_data[15], in_data[15], in_data[15], in_data[15:0]
									  };
					wait_data  <= 1'b0;
				end
			end
			if((cd_cnt == 0) && (clk_out == 1)) begin
				if(wait_data == 0) begin
					wait_data <= 1'b1;
					cddata 	 <= cddata_new;
					new_c2po  <= 1'b0;
				end else begin
					cddata 	<= 48'h000000000000;
					new_c2po <= 1'b1;
				end
			end
		end
	end
	reg [5:0] cd_cnt;
	reg clk_out;
	reg [47:0] cdout_data;
	reg c2po_delay;
	always @(negedge clk) begin
		clk_out <= ~clk_out;
		if(clk_out == 1'b1) begin
			cd_c2po <= c2po_delay;
			if(cd_cnt > 0) begin
				cd_cnt <= cd_cnt - 1'b1;
			end else begin
				cd_cnt <= 47;
				cdout_data <= cddata;
				c2po_delay <= new_c2po;
			end
			cd_lr   <= (cd_cnt < 24) ? 1'b0 : 1'b1;
			cd_data <= cdout_data[cd_cnt];
		end;
	end
	assign cd_clk = clk_out;
endmodule
```
**run.sh**
```bash
#!/bin/bash
# OpenROAD 26Q1-2900-gdf79404cd8, Yosys 0.63+post, stock flow scripts
make -C /OpenROAD-flow-scripts/flow DESIGN_CONFIG=/design/flow/config.mk WORK_HOME=/design/flow/orfs finish
```
**constraint.sdc**
```tcl
current_design CXD2545S_OUT

set clk_period 7.4
set clk_io_pct 0.2

create_clock -name clk0 -period $clk_period [get_ports {clk}]

set non_clock_inputs [all_inputs -no_clocks]
set_input_delay [expr $clk_period * $clk_io_pct] -clock clk0 $non_clock_inputs
set_output_delay [expr $clk_period * $clk_io_pct] -clock clk0 [all_outputs]
```
**config.mk**
```make
export PLATFORM = sky130hd
export DESIGN_NAME = CXD2545S_OUT
export DESIGN_NICKNAME = CXD2545S_OUT
export VERILOG_FILES = /design/flow/design.v
export SDC_FILE = /design/flow/constraint.sdc
export NUM_CORES = 4
export LEC_CHECK = 1
export CORE_UTILIZATION = 50
```
==> results.py <==
# Generated from Yosys and OpenROAD reports
metrics = {
    "yosys": {
        "ys_types": 38,
        "ys_cells": 267,
        "async_flop_share_pct": 0,
        "syn-cell-area_um2": 4440,
        "yosys_warnings": 1,
        "ff_type": "edfxtp_1",
        "syn_inst": 267,
        "synth.avg_cell_area_um2": 16.6,
        "yosysChipArea_um2": 4440,
        "edf_count": 106,
        "postSynthSeqShare_pct": 77.5,
        "ys_ff": 119,
    },
    "cts": {
        "cts.path.max_buffers": 2,
        "cts_hold_buf": 0,
        "post_cts_buffers": 0,
        "numCtsBuffers": 17,
        "path_clk_slew_ns": 0.03,
        "clk_latency_ns": 0.49,
        "cts_root_buf": "clkbuf_8",
        "cts_max_level": 4,
        "ctsResizeCount": 0,
        "clock_sinks": 119,
        "cts_tree": "yes",
    },
    "floorplan": {
        "die.size.y_um": 96.3,
        "row_count": 34,
        "io_pins": 44,
        "die_area_um2": 9270,
        "fp_util_pct": 51.2,
        "die_w_um": 96.3,
        "core_area_um2": 8680,
    },
    "power_and_ir_drop": {
        "power.internal_uw": 1300,
        "p_per_area_nw_per_um2": 293,
        "seq_power_share_pct": 42.6,
        "p_comb_share_pct": 2.1,
        "leakagePower_uw": 0.00242,
        "switchingPower_uw": 451,
        "sw_frac_of_total_pct": 25.8,
        "peakVddDrop_uv": 170,
        "p_clk_share_pct": 55.3,
    },
    "critical_path": {
        "path_buffers": 1,
        "path_class": "flop to output pin",
        "startpoint_type": "flop",
        "endpoint_kind": "output pin",
        "r2r_cells": 6,
        "crit_family": "flip-flops",
        "critPathRequiredTime_ns": 5.92,
        "crit_arrival_ns": 5.34,
        "path_max_fanout": 12,
        "critPathSlowestCell": "dfxtp_1",
        "crit_chain": "clkdlybuf4s50_1",
        "crit_cells": 1,
        "worst_path_largest_cell_delay_ns": 0.61,
    },
    "global_routing": {
        "grt_pass1_vias": 2621,
        "grt_pass1_wl_um": 10100,
        "grt_max_degree": 38,
        "track_usage_pct": 16.0,
        "grt_overflow": 0,
        "antenna_found_initial": 0,
    },
    "route": {
        "drt-initial-drc-count": 59,
        "finalWirelength_um": 6110,
        "wl_per_cell_um": 10.9,
        "route.vias.total": 2543,
        "route.detailed.drc": 0,
        "first_pass_iters": 4,
        "n_antenna_cell": 0,
        "detail-route-antenna-nets": 0,
        "vias_per_cell": 4.54,
    },
    "cells_and_area": {
        "drive_gt1_share_pct": 8.63,
        "n_fill_cell": 594,
        "design_area_um2": 5960,
        "syn2layout_area_growth_pct": 34.1,
    },
    "sta": {
        "slew_headroom_pct": 60.4,
        "worstMarginPinSlew_ns": 0.593,
        "rsz0062_at_grt": "no",
        "drv_slew": 0,
        "hold_violations": 0,
        "fin_skew_ns": 0.0191,
        "tns_ns": 0,
        "setup_violations": 0,
    },
    "worst_hold_path": {
        "worstHoldPathType": "flop to flop",
        "min_path_cells": 0,
    },
    "job": {
        "maxCapViolations": 0,
        "warning_count": 147,
    },
    "placed_design": {
        "gp_congestion": 0.776,
        "io_buffers": 40,
        "place_area_um2": 4980,
        "dp_hpwl_um": 3490,
    },
    "outcome": {
        "outcome": "finished, final reports clean",
    },
}
cell usage in the layout (no fill, tap or decap), drive strengths merged, types with 5 or more instances in the layout:
| cell | count |
|---|---|
| clkbuf | 17 |
| clkdlybuf4s50 | 40 |
| dfxtp | 13 |
| edfxtp | 106 |
| inv | 138 |
| mux2i | 10 |
| mux4 | 5 |
| nand2 | 17 |
| nand3 | 8 |
| nor2 | 13 |
| nor2b | 33 |
| xnor2 | 5 |
| xor2 | 5 |
synth_stat cells, drive strengths merged, types with 5 or more instances:
library cell	instances	share of area [%]
nand2	17	1.4
inv	9	0.76
mux4	5	2.7
nor2b	33	4.6
buf	5	0.87
nor2	13	1.1
dfxtp	13	5.9
xnor2	5	0.99
edfxtp	106	72
mux2i	10	2.3
nand3	8	0.90
xor2	5	0.99
path summary, 6_finish.rpt:
kind,slack (ns),from,endpoint
setup / recovery,0.58,clk_out,cd_clk
hold / removal,0.40,cddata[23],cdout_data[23]
setup reg to reg,5.13,cd_cnt[1],cddata[37]
hold reg to reg,0.40,cddata[23],cdout_data[23]
kinds of logic (layout without fill, tap and decap cells):
kind of cell	count (synthesis)	in the layout	synth area share, %
compound gates	13	13	2.03
mux	15	15	4.96
fa+ha+maj	2	2	0.563
simple gates	90	90	11.0
xor+xnor	10	10	1.97
buf+inv	18	203	1.97
flops	119	119	77.5
layer usage:
layer | part of all wire (%) | GRT usage (%)
met5 | 0 | 0
met4 | 1.7 | 8.96
met3 | 4.7 | 9.56
met2 | 48 | 20.2
met1 | 46 | 23.3
cell type report:
cell class / instances / area (µm²) / area share [%]
clock buffers: 17 / 414 / 6.95
clock inverters: 134 / 569 / 9.55
inverters: 8 / 30.0 / 0.504
multi-input cells: 130 / 912 / 15.3
flip-flops and latches: 119 / 3440 / 57.8
well taps: 108 / 135 / 2.27
repair buffers: 44 / 455 / 7.64
per-stage QoR:
| step | power [µW] | cells | utilization, % | worst slack, ns | hold slack [ns] |
|---|---|---|---|---|---|
| finish | 1750 | 560 | 68.7 | 0.577 | 0.403 |
| global route | 1870 | 560 | 68.7 | 0.466 | 0.411 |
| CTS | 1790 | 560 | 68.7 | 0.530 | 0.401 |
| detailed placement | 887 | 410 | 57.4 | 0.527 | 0.405 |
| global placement | 886 | 410 | 57.4 | 0.550 | 0.403 |
| floorplan | 862 | 267 | - | 0.635 | 0.400 |
flip-flops by register name, summed over array words and instances, names as in the netlist:
signal	count
cd_data	1
wait_data	1
cddata	32
cddata_new	32
new_c2po	1
cd_c2po	1
cdout_data	32
clk_out	1
cd_cnt	6
c2po_delay	1
cd_lr	1
word_cnt	10
power groups by stage:
stage | sequential (µW) | combinational (µW) | clock, µW
5_1_grt | 743 | 40.9 | 1090
4_1_cts | 744 | 37.8 | 1010
6_report | 745 | 37.1 | 966
Power figures rest on the tool's default switching activity, not on a simulated workload.
